### /design/flow/run.sh
#!/bin/bash
# OpenROAD 26Q1-2900-gdf79404cd8, Yosys 0.63+post, stock flow scripts
make -C /OpenROAD-flow-scripts/flow DESIGN_CONFIG=/design/flow/config.mk WORK_HOME=/design/flow/orfs finish
### /design/flow/config.mk
export PLATFORM = sky130hd
export DESIGN_NAME = E_Reg
export DESIGN_NICKNAME = E_Reg
export VERILOG_FILES = /design/flow/design.v
export SDC_FILE = /design/flow/constraint.sdc
export NUM_CORES = 4
export LEC_CHECK = 1
export CORE_AREA = 10 10 220 220
export DIE_AREA = 0 0 230 230
### /design/flow/constraint.sdc
current_design E_Reg

set clk_period 1.0
set clk_io_pct 0.2

create_clock -name clk0 -period $clk_period [get_ports {clk}]

set non_clock_inputs [all_inputs -no_clocks]
set_input_delay [expr $clk_period * $clk_io_pct] -clock clk0 $non_clock_inputs
set_output_delay [expr $clk_period * $clk_io_pct] -clock clk0 [all_outputs]
### /design/flow/design.v
module E_Reg(E_stat, E_icode, E_ifun, E_valC, E_valA, E_valB, E_dstE, E_dstM, E_srcA, E_srcB, d_stat, d_icode, d_ifun, d_valC, d_valA, d_valB, d_dstE, d_dstM, d_srcA, d_srcB, E_bubble, clk);
    output reg [2:0] E_stat;
    output reg [3:0] E_icode;
    output reg [3:0] E_ifun;
    output reg [63:0] E_valC;
    output reg [63:0] E_valA;
    output reg [63:0] E_valB;
    output reg [3:0] E_dstE;
    output reg [3:0] E_dstM;
    output reg [3:0] E_srcA;
    output reg [3:0] E_srcB;
    input [2:0] d_stat;
    input [3:0] d_icode;
    input [3:0] d_ifun;
    input [63:0] d_valC;
    input [63:0] d_valA;
    input [63:0] d_valB;
    input [3:0] d_dstE;
    input [3:0] d_dstM;
    input [3:0] d_srcA;
    input [3:0] d_srcB;
    input E_bubble;
    input clk;
    always @(posedge clk)
    begin
      if (E_bubble != 1)
      begin
        E_stat = d_stat;
        E_icode = d_icode;
        E_ifun = d_ifun;
        E_valC = d_valC;
        E_valA = d_valA;
        E_valB = d_valB;
        E_dstE = d_dstE;
        E_dstM = d_dstM;
        E_srcA = d_srcA;
        E_srcB = d_srcB;
      end
      else
      begin
        E_icode = 1;
        E_ifun = 0;
      end
    end
endmodule
==> impl_metrics.yaml <==
# flow metrics
logic_synthesis:
  yosys_cells: 228
  syn-cell-area_mm2: 0.00655
  top_cell_area_share_pct: 96.7
  yosysWarnings: 1
  synthTopCellsByArea: "edfxtp_1, dfxtp_1, nor2b_1"
  yosysTopAreaCell: "edfxtp_1"
  netlist_instances: 228
  syn_area_per_cell_um2: 28.7
  synth_cell_types: 5
  ys_area_mm2: 0.00655
  ys_seq_share_pct: 99.2
  ys_ff: 219
route:
  routedWlPerCell_um: 16.8
  ant_nets: 0
  vias: 4147
  vias_per_cell: 3.12
  antenna_cells: 0
  drc: 0
  drt_iter0_drc: 158
  routed_wl_um: 22400
  drt-pass1-iter-count: 4
clock_network:
  cts-root-buf: "clkbuf_16"
  tritoncts: "yes"
  numCtsBuffers: 24
  htree_levels: 1
  clock_path_buffers: 3
  clk_pin_slew_worst_paths_ps: 60
  cts_setup_buffers: 0
  clock-sinks: 219
global_routing:
  antenna_found_initial: 2
  grt_pass1_vias: 4523
  grt.total_usage_pct: 8.18
  grt_first_pass_wirelength_um: 31400
  gr-total-overflow: 0
  grt_max_degree: 20
pwr:
  power_leakage_nw: 4.45
  powerDensity_mw_per_mm2: 1810
  irDropWorstVdd_mv: 1.40
min_path:
  hold_path.class: "primary input to register"
flow_run:
  warnings: 28
  max_cap_violations: 0
floorplanning:
  die_area_mm2: 0.0529
  die_w_um: 230
  core.rowCount: 76
  fp.dieH_um: 230
  core_area_mm2: 0.0434
  initCoreUtil_pct: 15.1
  io_pins: 440
run_status:
  violations: "negative setup slack"
  status: "finished, violations left"
timing:
  hold_viol: 0
  fmax_mhz: 776
  rsz0062_at_grt: "true"
  period_needed_ps: 1290
  drv_slew: 0
  slew_headroom_pct: 89.2
  setup_viol: 219
  setup_ws_ps: -288
  worst_pin_slew_ps: 163
  hold_ws_ps: 222
  fin_crit_sh_pct: 129
setup_path:
  crit_chain: "buf_2"
  path_class: "register to primary output"
  cp_top_family: "flip-flops"
  endpoint_kind: "primary output"
  crit_path_top_delay_cell: "edfxtp_1"
  crit_fanout: 1
  cp_slowest_stage_delay_ps: 420
  worstPathArrival_ps: 1090
  required_ps: 800
  setup.worst_path.start_class: "register"
  crit_buf_inv: 1
placed_design:
  placed_area_mm2: 0.0120
  hpwlAfterDp_um: 18400
  place_ws_ps: -529
  gp_congestion: 0.819
  portBuffers: 439
layout:
  most-common-layout-cells: "clkdlybuf4s50_1, buf_2, edfxtp_1, buf_4, clkbuf_16"
  regArea_mm2: 0.00650
  finalInstanceArea_mm2: 0.0117
  lay_top_count: "clkdlybuf4s50_1"
  drive_gt1_share_pct: 39.9
  fill_cells: 4461
  synthToLayoutAreaGrowth_pct: 78.3
  layout.area.comb_um2: 50.0
cell usage after synthesis (all sizes together):
library cell and count:
inv 1, or2 1, nor2b 7, dfxtp 8
edfxtp 211
stage by stage:
stage | total power [W] | util [%] | setup TNS, ps | std cells
floorplan | 0.0112 | - | -563850 | 228
global placement | 0.0138 | 27.7 | -107240 | 1286
detailed placement | 0.0138 | 27.7 | -106480 | 1286
CTS | 0.0217 | 26.9 | -54920 | 1330
global route | 0.0222 | 26.9 | -58310 | 1330
finish | 0.0212 | 26.9 | -44440 | 1330
area by class of cell:
| cell class | instances | area share (%) |
|---|---|---|
| clock inverters | 19 | 1.16 |
| clock buffers | 25 | 5.36 |
| well taps | 585 | 6.27 |
| repair buffers | 473 | 31.1 |
| multi-input cells | 8 | 0.429 |
| inverters | 1 | 0.0643 |
| flip-flops and latches | 219 | 55.6 |
sequential cells by signal, summed over array words and instances (netlist names):
signal	flops
E_valA	64
E_srcB	4
E_srcA	4
E_ifun	4
E_dstM	4
E_stat	3
E_icode	4
E_dstE	4
E_valC	64
E_valB	64
logic make-up after synthesis:
| logic type | share of synthesized area [%] |
|---|---|
| buf+inv | 0.0573 |
| flops | 99.2 |
| simple gates | 0.764 |
power by group:
part / leakage, nW / switching, W / internal, W / total, W
clock network: 0.386 / 0.00353 / 0.00483 / 0.00835
registers: 2.13 / 0.000161 / 0.0108 / 0.0110
logic: 1.94 / 0.000539 / 0.00129 / 0.00183
total: 4.45 / 0.00423 / 0.0170 / 0.0212
path summary, 6_finish.rpt:
check / start / to / slack [ps] / cells past startpoint
hold / removal: d_valB[47] / E_valB[47]$_DFFE_PN_ / 220 / 1
setup / recovery: E_valB[51]$_DFFE_PN_ / E_valB[51] / -290 / 1
routing by layer:
layer / wire length (µm) / vias to the layer above / global-route usage (%)
met2: 11100 / 281 / 13.7
met3: 3380 / 34 / 5.33
met5: 7 / - / 0
li1: - / 1926 / -
met1: 7340 / 1904 / 8.44
met4: 539 / 2 / 1.69
timing repair:
item	4_1_cts	5_1_grt
setup endpoints to repair	219	219
hold buffers	0	0
hold endpoints to repair	0	0
resized	733	1
Power is estimated from default activity; no workload was simulated.
