==> flow/design.v <==
module D_Reg(D_stat,D_icode,D_ifun,D_rA,D_rB,D_valC,D_valP,f_stat,f_icode,f_ifun,f_rA,f_rB,f_valC,f_valP,D_stall,D_bubble,clk);
    output reg [2:0] D_stat;
    output reg [3:0] D_icode;
    output reg [3:0] D_ifun;
    output reg [3:0] D_rA;
    output reg [3:0] D_rB;
    output reg [63:0] D_valC;
    output reg [63:0] D_valP;
    input [2:0] f_stat;
    input [3:0] f_icode;
    input [3:0] f_ifun;
    input [3:0] f_rA;
    input [3:0] f_rB;
    input [63:0] f_valC;
    input [63:0] f_valP;
    input D_stall;
    input D_bubble;
    input clk;
    always @(posedge clk)
    begin
        if (D_stall != 1 && D_bubble != 1)
        begin
            D_stat = f_stat;
            D_icode = f_icode;
            D_ifun = f_ifun;
            D_rA = f_rA;
            D_rB = f_rB;
            D_valC = f_valC;
            D_valP = f_valP;
        end
        else if (D_bubble == 1)
        begin
            D_icode = 1;
            D_ifun = 0;
        end
    end
endmodule
==> flow/run.sh <==
#!/bin/bash
# OpenROAD 26Q1-2900-gdf79404cd8, Yosys 0.63+post, stock flow scripts
make -C /OpenROAD-flow-scripts/flow DESIGN_CONFIG=/design/flow/config.mk WORK_HOME=/design/flow/orfs finish
==> flow/config.mk <==
export PLATFORM = sky130hd
export DESIGN_NAME = D_Reg
export DESIGN_NICKNAME = D_Reg
export VERILOG_FILES = /design/flow/design.v
export SDC_FILE = /design/flow/constraint.sdc
export NUM_CORES = 4
export LEC_CHECK = 1
export CORE_AREA = 10 10 175 175
export DIE_AREA = 0 0 185 185
==> flow/constraint.sdc <==
current_design D_Reg

set clk_period 16.1
set clk_io_pct 0.2

create_clock -name clk0 -period $clk_period [get_ports {clk}]

set non_clock_inputs [all_inputs -no_clocks]
set_input_delay [expr $clk_period * $clk_io_pct] -clock clk0 $non_clock_inputs
set_output_delay [expr $clk_period * $clk_io_pct] -clock clk0 [all_outputs]
==> out/results.ini <==
[status]
outcome=finished clean

[floorplanning]
rows=60
die_h_um=185
die_w_um=185
initial_core_util=0.167
io_pins=297
core-area_mm2=0.0269
dieArea_mm2=0.0342

[final_timing]
slew_headroom=0.542
holdWs_ns=3.36
clock.fmax_mhz=197
post-route-period-util=0.315
hold_viol=0
period_needed_ns=5.07
report.final.slew_viol_count=0
tightest_slew_ns=0.687
rsz0062_at_grt=false
final.setup.tns_ns=0
setup_viol=0

[placement]
gp_congestion=0.782
io_buffers=296
dp_hpwl_um=12500

[yosys]
yosys-stat-area_mm2=0.00450
flop_cell=edfxtp_1
ys_types=7
ys_cells=159
edf_count=147
top_area_cell=edfxtp_1
ys_seq_elements=147
syn-instance-count=159
syn_avg_cell_area_um2=28.3
synth.most_common_cell=edfxtp_1
common_cells=edfxtp_1 (147), nor3b_1 (7)
yosys_warnings=1
postSynth.asyncResetShare=0
top_area_frac=0.981
yosysSeqAreaShare=0.981
netlist_top_cells_area=edfxtp_1 (98%), nor3b_1 (1.2%), buf_6 (0.25%)
synth_area_mm2=0.00450

[job]
warnings=25
drv_cap=0

[power]
p_per_area_mw_per_mm2=109
vdd_drop_max_uv=41.3
finalPower_uw=919
p_leak_nw=2.83

[setup_path]
critPathCaptureType=flip-flop
critical_path_class=primary input to flip-flop
crit_path_max_fanout=55
worstPathArrival_ns=5.10
timing.critical_path.from=D_stall
critPathRequiredTime_ns=16.13
endpoint=D_valC[1]
startpoint_type=primary input

[hold_path]
holdPathStages=1
hp-class=primary input to flip-flop

[drt]
num_vias=2748
drtPass1Iterations=2
wire_per_inst_um=18.3
wirelength_um=15200
drt_iter0_drc=81
routed_via_density=3.31
ant_nets=0
drc=0

[global_routing]
grt_overflow_total=0
grt_max_degree=56
grt_pass1_wl_um=20700
grt_pass1_vias=2972
track_usage=0.0869
antenna_found_initial=5

[finish]
syn_to_final_growth_pct=88.0
drive_above_1_share=0.0617
nFillCells=2613

[cts]
cts_buffer_depth=2
cts-resized-gates=0
path_clk_slew_ns=0.06
htreeDepth=4
hold_buffers=0
cts_root_buf=clkbuf_16
cts_setup_buffers=0
cts_tree=yes
cts_inserted_buffers=17
cts.sink_count=147

[routing by layer]
metal	GRT usage	up-vias	wire (µm)
met4	0.00845	2	103
met5	0	-	17
met2	0.145	166	7740
li1	-	1289	-
met1	0.0933	1282	5100
met3	0.0574	9	2260
[registers in the layout, summed over array words and instances (netlist names)]
name     flops
D_rB         4
D_stat       3
D_rA         4
D_valP      64
D_valC      64
D_ifun       4
D_icode      4
[kinds of logic (layout without fill, tap and decap cells)]
group,Yosys count,in the layout,share of synthesized area
other,0,4,0
and+or+nand+nor,10,10,0.0156
DFF,147,147,0.981
buffers and inverters,2,329,0.00361
[final cells by class]
type | instances | area [µm²] | share of cell area
diodes | 4 | 10.0 | 0.00118
clock inverters | 11 | 115 | 0.0136
clock buffers | 19 | 433 | 0.0512
repair buffers | 299 | 2990 | 0.353
flip-flops and latches | 147 | 4410 | 0.522
multi-input cells | 10 | 77.6 | 0.00917
well taps | 341 | 427 | 0.0504
[worst max-delay path, cell delays in order]
cell	delay, ns
clkdlybuf4s50_1	0.58
nor2_4	0.17
buf_4	0.43
buf_4	0.65
[where the power goes]
group	internal [mW]	switching, mW
sequential	0.450	0.00610
clock	0.224	0.146
combinational	0.0707	0.0208
total	0.746	0.173
[worst min-delay path by stage]
stage / start / endpoint
6_report: f_valP[57] / D_valP[57]
4_1_cts: f_valP[57] / D_valP[57]
5_1_grt: f_valP[50] / D_valP[50]
[per-stage QoR]
stage	std cells	utilization	cell area, µm²	worst slack (ns)
after floorplan	159	-	4500	6.31
after global placement	797	0.294	7900	10.63
after detailed placement	797	0.294	7900	10.59
after CTS	827	0.314	8450	11.04
after global routing	827	0.314	8450	10.93
final	831	0.315	8460	11.03
[cells in the final DEF, fill, tap and decap left out, drive strengths merged]
| cell | synthesis | final |
|---|---|---|
| clkinvlp | 0 | 5 |
| clkinv | 0 | 4 |
| buf | 2 | 3 |
| or3 | 1 | 1 |
| clkdlybuf4s50 | 0 | 296 |
| diode | 0 | 4 |
| edfxtp | 147 | 147 |
| or2b | 1 | 1 |
| bufinv | 0 | 2 |
| nor3b | 7 | 7 |
| clkbuf | 0 | 19 |
| nor2 | 1 | 1 |
Power is estimated from default activity; no workload was simulated.
