--- design/flow/constraint.sdc ---
current_design decode_writeBack

set clk_period 38.1
set clk_io_pct 0.2

create_clock -name clk0 -period $clk_period

set non_clock_inputs [all_inputs -no_clocks]
set_input_delay [expr $clk_period * $clk_io_pct] -clock clk0 $non_clock_inputs
set_output_delay [expr $clk_period * $clk_io_pct] -clock clk0 [all_outputs]
--- design/flow/design.v ---
module decode_writeBack(d_stat, d_icode, d_ifun, d_valC, d_valA, d_valB ,d_dstE, d_dstM, d_srcA, d_srcB, D_stat, D_icode, D_ifun, D_rA, D_rB, D_valC, D_valP, e_dstE, e_valE, M_dstE, M_valE, M_dstM, m_valM, W_dstM, W_valM, W_dstE, W_valE, clk);
    output reg [2:0] d_stat;
    output reg [3:0] d_icode;
    output reg [3:0] d_ifun;
    output reg [63:0] d_valC;
    output reg [63:0] d_valA;
    output reg [63:0] d_valB;
    output reg [3:0] d_dstE;
    output reg [3:0] d_dstM;
    output reg [3:0] d_srcA;
    output reg [3:0] d_srcB;
    input [2:0] D_stat;
    input [3:0] D_icode;
    input [3:0] D_ifun;
    input [3:0] D_rA;
    input [3:0] D_rB;
    input [63:0] D_valC;
    input [63:0] D_valP;
    input [3:0] e_dstE;
    input [63:0] e_valE;
    input [3:0] M_dstE;
    input [63:0] M_valE;
    input [3:0] M_dstM;
    input [63:0] m_valM;
    input [3:0] W_dstM;
    input [63:0] W_valM;
    input [3:0] W_dstE;
    input [63:0] W_valE;
    input clk;
    reg [63:0] d_rvalA;
    reg [63:0] d_rvalB;
    reg [63:0] reg_file[15:0];
    genvar i;
    generate
        for (i=0; i<16;i = i+1)begin
            initial begin
                reg_file[i] = i;
            end
        end
    endgenerate
    always@(*)
    begin
        d_stat = D_stat;
        d_icode = D_icode;
        d_ifun = D_ifun;
        d_valC = D_valC;
        if(D_icode == 2 || D_icode ==4 || D_icode == 6 || D_icode == 10)
            begin
                d_srcA = D_rA;
            end
        else if(D_icode == 11 || D_icode == 9)
            begin
                d_srcA = 4;
            end
        else
            begin
                d_srcA = 15;
            end
        if(D_icode == 4 || D_icode == 5 || D_icode == 6)
            begin
                d_srcB = D_rB;
            end
        else if(D_icode == 10 || D_icode == 11 || D_icode == 8 || D_icode == 9)
            begin
                d_srcB = 4;
            end
        else
            begin 
                d_srcB = 15;
            end
        d_rvalA = reg_file[d_srcA];
        d_rvalB = reg_file[d_srcB];
        if(D_icode == 8 || D_icode == 7)
        begin
            d_valA = D_valP;
        end
        else if(d_srcA == e_dstE)
        begin
            d_valA = e_valE;
        end
        else if(d_srcA == M_dstM)
        begin
            d_valA = m_valM;
        end
        else if(d_srcA == M_dstE)
        begin
            d_valA = M_valE;
        end
        else if(d_srcA == W_dstM)
        begin
            d_valA = W_valM;
        end
        else if(d_srcA == W_dstE)
        begin
            d_valA = W_valE;
        end
        else
        begin
            d_valA = d_rvalA;
        end
        if(d_srcB == e_dstE)
        begin
            d_valB = e_valE;
        end
        else if(d_srcB == M_dstM)
        begin
            d_valB = m_valM;
        end
        else if(d_srcB == M_dstE)
        begin
            d_valB = M_valE;
        end
        else if(d_srcB == W_dstM)
        begin
            d_valB = W_valM;
        end
        else if(d_srcB == W_dstE)
        begin
            d_valB = W_valE;
        end
        else
        begin
            d_valB = d_rvalB;
        end
    end
    always @(*)
    begin
        if(D_icode == 6 || D_icode == 3)
        begin
            d_dstE = D_rB;
        end
        else if(D_icode == 2)
        begin
            d_dstE = D_rB;
        end
        else if(D_icode == 10 || D_icode == 11 || D_icode == 8 || D_icode == 9)
        begin
            d_dstE = 4;
        end
        else
        begin
            d_dstE = 15;
        end
        if(D_icode == 5 || D_icode == 11)
        begin
            d_dstM = D_rA;
        end
        else
        begin
            d_dstM = 15;
        end
        reg_file[W_dstE] = W_valE;
        reg_file[W_dstM] = W_valM;
    end
    initial
    begin
        $monitor("rax = %d ,rcx = %d, rdx = %d, rbx = %d, rsp = %d, rbp = %d, rsi = %d, rdi = %d, r8 = %d, r9 = %d, r10 = %d, r11 = %d, r12 = %d, r13 = %d, r14 = %d, r15 = %d",reg_file[0],reg_file[1],reg_file[2],reg_file[3],reg_file[4],reg_file[5],reg_file[6],reg_file[7],reg_file[8],reg_file[9],reg_file[10],reg_file[11],reg_file[12],reg_file[13],reg_file[14], reg_file[15]);
    end
endmodule
--- design/flow/config.mk ---
export PLATFORM = sky130hd
export DESIGN_NAME = decode_writeBack
export DESIGN_NICKNAME = decode_writeBack
export VERILOG_FILES = /design/flow/design.v
export SDC_FILE = /design/flow/constraint.sdc
export NUM_CORES = 4
export LEC_CHECK = 1
export CORE_UTILIZATION = 30
--- design/flow/run.sh ---
#!/bin/bash
# OpenROAD 26Q1-2900-gdf79404cd8, Yosys 0.63+post, stock flow scripts
make -C /OpenROAD-flow-scripts/flow DESIGN_CONFIG=/design/flow/config.mk WORK_HOME=/design/flow/orfs finish
==> results.txt <==
yosys + openroad results -> GRT Resource Usage Total 0.501, Final Worst Setup Slack 16250 ps, via-per-instance ratio 7.22, 1st-iter DRT viols 13469, cell count after synthesis 8261, gpl congestion 1.11, Unique masters post-synth 99, Worst Path Max Fanout 26, Flop area 15400 sq um, dominant register cell dlxtn_1, Leak 26.1 nW, Slew @ Worst Pin 1240 ps, row cnt 163, Worst slew margin 0.163, CP max-delay cell a31oi_1, Die H 447 microns, most frequent cells in the layout 1077 x mux2i_1, 1024 x dlxtn_1, 955 x nand2_1, Final Slew Violations 0, layout cells sized above 1 0.0893, power per cell area 20.6 nW/um^2, Top Ports 707, hold wc startpoint D_ifun[1], Top Family by Delay on Critical Path buffers and inverters, crit-path most repeated cell buf_4, WP data arrival 14230 ps, # Cells Yosys 8261, PortBufs 564, number of enable flip-flop cells 0, Core ar. 197000 sq um, post-CTS setup buffers 0, CP Buf/Inv Count 7, DIE AREA 200000 sq um, status finished clean, Setup crit start D_icode[1], Setup CP Type input pin to output pin, Comb area 39900 sq um, Switching Share 0.596, Synth Register Bits 1024, synthesized area 59500 sq um, vias in the first global route 69339, # fillers 20542, clock period minus worst slack 21850 ps, fin crit share 0.574, Critical Path Start Type input pin, Fin. Hold Viols 0, worst slack at placement 16920 ps, DR pass1 iterations 14, Hold-fix buffers, CTS 0, endpoints left unconstrained 1024, RSZ-0062 raised after global routing false, chip area line of the yosys report 59500 sq um, Resize count post-CTS 0, Finished Cell Area 68700 sq um, Setup-failing EPs final 0, crit path DRT 30480 ps, slowest stage delay, CP 930 ps, Antenna Nets Post-Route 0, filler-free cell count of the finished design 10998, setup_tns 0 ps, Inst Count DP 10883, # DRC 0, number of logged tool warnings 34, total gr overflow 0, max reg flops 1024, initial antenna violation count 96, register pins left without a clock 1024, dominant logic cell type in the layout mux2i_1, Internal Pwr Total 572 uW, first-pass GRT wire length 660 mm, VDD IR max 0.00969 mV, Worst setup EP type output pin, cells along the critical path clkdlybuf4s50_1, buf_4, nand2b_1, a21oi_4, clkinv_2, buf_4, xnor2_1, and4_2, buf_4, buf_4, nand2b_1, o21ai_0, a31oi_1, a221o_1, clkdlybuf4s50_1, Avg Cell Area, Syn 7.21 sq um, Pwr Total 1.41 mW, DP HPWL 340 mm, Net Switching 843 uW, yosys warns 1027, vias 79441, max cap viols 0, area delta synth->final 15.4%, Hold WC Path Type input pin to output pin, largest net degree at the start of global routing 96, FFs w/ async S/R, synth 0, Cell Area, Placed 68400 sq um, maximum clock frequency 45.8 MHz, final wirelength 511 mm, Pre-Place Util 0.302, chip width 447 microns, routed len/inst 46.5 microns
==> final timing paths <==
| path | slack (ps) | cells past startpoint | to |
|---|---|---|---|
| min | 15240 | 0 | d_ifun[1] |
| max | 16250 | 15 | d_valA[47] |
==> per-stage QoR <==
step / hold slack, ps / util
after CTS: 15240 / 0.347
final: 15240 / 0.348
after global placement: 15240 / 0.347
after floorplan: 15300 / -
after global routing: 15240 / 0.347
after detailed placement: 15240 / 0.347
==> cell type report <==
cell class                 count  area share
inverter                      17     0.00102
sequential                  1024       0.224
multi-input combinational   6105       0.581
timing repair buffer        1097       0.142
tap                         2640      0.0481
antenna                      115     0.00419
==> Yosys cell counts, types with 8 or more instances <==
cell | n | area share
mux2i_1 | 1077 | 0.18
dlxtn_1 | 1024 | 0.26
nand2_1 | 960 | 0.061
o21ai_0 | 936 | 0.079
a21oi_1 | 687 | 0.058
clkbuf_1 | 674 | 0.042
nor2_1 | 608 | 0.038
a22oi_1 | 299 | 0.038
a221oi_1 | 205 | 0.030
buf_1 | 170 | 0.011
buf_2 | 163 | 0.014
o22ai_1 | 139 | 0.015
a222oi_1 | 128 | 0.022
o221ai_1 | 115 | 0.017
buf_4 | 100 | 0.013
nor3_1 | 83 | 0.0070
nand3_1 | 66 | 0.0055
a22o_1 | 60 | 0.0088
o211ai_1 | 56 | 0.0071
o21ai_1 | 46 | 0.0039
a211oi_1 | 44 | 0.0055
a32oi_1 | 43 | 0.0063
a221o_1 | 39 | 0.0066
a31oi_1 | 39 | 0.0041
or3_1 | 35 | 0.0037
nand4_1 | 30 | 0.0032
and3_1 | 28 | 0.0029
o32ai_1 | 27 | 0.0040
a2111oi_0 | 25 | 0.0037
mux2_2 | 21 | 0.0040
xnor2_1 | 21 | 0.0031
o31ai_1 | 20 | 0.0025
a211o_1 | 19 | 0.0028
nand2b_1 | 19 | 0.0020
nor4_1 | 17 | 0.0018
o22a_1 | 17 | 0.0025
or4_1 | 12 | 0.0015
and2_1 | 10 | 0.0011
inv_1 | 10 | 0.00063
nor2b_1 | 10 | 0.0011
a221oi_2 | 9 | 0.0023
o2111ai_1 | 9 | 0.0013
o31a_1 | 8 | 0.0012
==> cell families (layout without fill, tap and decap cells) <==
logic type / Yosys count / after routing / synth area share
compound gates: 3052 / 3052 / 0.334
xor+xnor: 27 / 27 / 0.00397
buf+inv: 1132 / 1114 / 0.0820
latches: 1024 / 1024 / 0.259
mux: 1099 / 1099 / 0.185
other cells: 0 / 115 / 0
simple gates: 1927 / 1927 / 0.136
==> routing by layer <==
metal	vias to the layer above	share of wire	GRT usage
met5	-	0.0038	0.0789
met3	2718	0.18	0.340
li1	30629	-	-
met4	63	0.11	0.417
met2	8701	0.37	0.629
met1	37330	0.34	0.566
Power and IR drop assume default switching activity.
